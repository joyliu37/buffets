`flow/config.mk`:
```
export PLATFORM = sky130hd
export DESIGN_NAME = leadingZero32
export DESIGN_NICKNAME = leadingZero32
export VERILOG_FILES = /design/flow/design.v
export SDC_FILE = /design/flow/constraint.sdc
export NUM_CORES = 4
export LEC_CHECK = 1
export CORE_AREA = 10 10 101 101
export DIE_AREA = 0 0 111 111
```
`flow/constraint.sdc`:
```
current_design leadingZero32

set clk_period 1.3
set clk_io_pct 0.2

create_clock -name clk0 -period $clk_period

set non_clock_inputs [all_inputs -no_clocks]
set_input_delay [expr $clk_period * $clk_io_pct] -clock clk0 $non_clock_inputs
set_output_delay [expr $clk_period * $clk_io_pct] -clock clk0 [all_outputs]
```
`flow/design.v`:
```
module encode
        (array,
        enc_array);
input       [1:0]   array;
output reg  [1:0]   enc_array;
always@(*) begin
    if(array == 2'b00)
        enc_array = 2'b10;
    else if(array == 2'b01)
        enc_array = 2'b01;
    else
        enc_array = 2'b00;
end
endmodule
module assemble
        (
        array_i,
        array_o
    );
   parameter   WIDTH = 2;
   localparam WIDTH_IN = 2 * WIDTH;
   localparam   WIDTH_OUT = WIDTH + 1;
   input        [WIDTH_IN-1:0]  array_i;
   output reg   [WIDTH_OUT-1:0] array_o;
   wire     [WIDTH_IN/2-1:0]    RHS = array_i[WIDTH-1:0];
   wire     [WIDTH_IN/2-1:0]    LHS = array_i[WIDTH_IN-1: WIDTH];
   always @(*) begin
       if(LHS[WIDTH-1] &  RHS[WIDTH-1])
           array_o = {1'b1, {WIDTH{1'b0}}};
       else if(LHS[WIDTH-1] & ~RHS[WIDTH-1])
           array_o = {2'b01, RHS[WIDTH-2:0]};
       else if(~LHS[WIDTH-1])
           array_o = {1'b0, LHS};
   end
endmodule 
module leadingZero32
    (
    sequences,
    index
    );
    input   [31:0]  sequences;
    output  [5:0]   index;
    wire [31:0] enc_sequence;
    wire [23:0] sequence_step1;
    wire [15:0] sequence_step2;
    wire [9:0]  sequence_step3;
	genvar i;
	generate
		for (i=0; i<16; i=i+1) begin : encoder
		encode u_enc(
			.array(sequences[i*2 +: 2]),
			.enc_array(enc_sequence[i*2 +: 2])
		);
	end 
	endgenerate
	generate
	for (i=0; i<8; i=i+1) begin : assembleS1
		assemble #(
				.WIDTH(2)
				) u_assemble(
					.array_i(enc_sequence[i*4 +: 4]),
					.array_o(sequence_step1[i*3 +: 3])
				);
	end 
	endgenerate
	generate
	for (i=0; i<4; i=i+1) begin : assembleS2
		assemble #(
				.WIDTH(3)
				) u_assemble(
					.array_i(sequence_step1[i*6 +: 6]),
					.array_o(sequence_step2[i*4 +: 4])
				);
	end 
	endgenerate
	generate
	for (i=0; i<2; i=i+1) begin : assembleS3
		assemble #(
				.WIDTH(4)
				) u_assemble(
					.array_i(sequence_step2[i*8 +: 8]),
					.array_o(sequence_step3[i*5 +: 5])
				);
	end 
	endgenerate
	assemble #(5)u_assemble(sequence_step3, index);
endmodule
module leadingZero8
    (
    sequences,
    index
    );
    parameter W = 8;
    input   [W-1:0]  sequences;
    output  [3:0]   index;
    wire [W-1:0] enc_sequence;
    wire [5:0] sequence_step1;
	genvar i;
	generate
		for (i=0; i<W/2; i=i+1) begin : encoder
		encode u_enc(
			.array(sequences[i*2 +: 2]),
			.enc_array(enc_sequence[i*2 +: 2])
		);
	end 
	endgenerate
	generate
	for (i=0; i<W/4; i=i+1) begin : assembleS1
		assemble #(
				.WIDTH(2)
				) u_assemble(
					.array_i(enc_sequence[i*4 +: 4]),
					.array_o(sequence_step1[i*3 +: 3])
				);
	end 
	endgenerate
	assemble #(3)u_assemble(sequence_step1, index);
endmodule
```
`flow/run.sh`:
```
#!/bin/bash
# OpenROAD 26Q1-2900-gdf79404cd8, Yosys 0.63+post, stock flow scripts
make -C /OpenROAD-flow-scripts/flow DESIGN_CONFIG=/design/flow/config.mk WORK_HOME=/design/flow/orfs finish
```
==> flow_summary.toml <==
# generated from flow reports
[timing]
tns_ns = -9.70
untimed_endpoints = 56
setup_violations = 6
drv_slew = 0
unclocked_regs = 56
fin_crit_sh_pct = 229
setup_ws_ns = -1.68
rsz0062_at_grt = "yes"
hold_violations = 0
fmax_ghz = 0.335
min_period_ns = 2.98

[yosys]
edf_count = 0
top_area_share_pct = 59.4
ys_types = 13
synthCells = 144
topCellsByArea = "dlxtn_1 59%, a22o_1 8.7%, nor2b_4 6.8%, inv_1 4.0%, nand2b_1 3.5%"
synth_flops = 56
netlist_area_sq_um = 1420
synth_warnings = 5
ys_area_sq_um = 1420
top_cell = "dlxtn_1"
async_flop_share_pct = 0
synth_stat.cells = 144
netlist_top_cells_count = "56 x dlxtn_1, 15 x inv_1, 14 x a22o_1"
postSynthAreaPerCell_sq_um = 9.83
yosysTopAreaCell = "dlxtn_1"
synthFlopType = "dlxtn_1"

[routing]
antenna_cells = 0
vias = 1036
vias_per_cell = 3.03
drt_iter0_markers = 10
drt-wirelength-per-cell_um = 6.78
drc = 0
drtPass1Iterations = 4
ant_nets = 0
detail_route.wirelength_um = 2320

[cells_and_area]
syn_to_final_growth_pct = 52.4
drive_above_1_share_pct = 31.2

[floorplan]
core_area_sq_um = 8130
io_pins = 38
die-width_um = 111
fp_util_pct = 17.4
die_y_um = 111
die-area_sq_um = 12300
placementRows = 33

[setup_path]
critPathLaunch = "sequences[27]"
cp-end-kind = "primary output"
crit_end = "index[2]"
crit_arrival_ns = 2.72
crit_required_ns = 1.04
critical_path_class = "primary input to primary output"
startpoint_type = "primary input"
cp_max_fo = 5

[placed_design]
gp_congestion = 0.695
port_buffers = 38
dp_hpwl_um = 2140

[global_routing]
grt_max_degree = 6
overflow = 0
antenna_found_initial = 0
grt_use_total_pct = 3.66
grt_pass1_wl_um = 4060
first_global_vias = 1014

[run]
maxCapViolations = 0
tool_warnings = 35

[cts]
ctsHoldBuffers = 0
cts_setup_buffers = 0

[power_and_ir_drop]
cellLeakagePower_nw = 1.05
power_density_nw_per_um2 = 152
ir_drop_mv = 0.0724

[run_status]
status = "complete, but fails checks"
failed_checks = "setup timing"
-- sequential cells by signal, summed over array words and instances (netlist names) --
| name | count |
|---|---|
| assembleS1.u_assemble.array_o | 24 |
| u_assemble.array_o | 6 |
| assembleS3.u_assemble.array_o | 10 |
| assembleS2.u_assemble.array_o | 16 |
-- cells in the final DEF, fill, tap and decap left out, drive strengths merged --
master,netlist,routed
conb,1,56
a21oi,8,8
nand2b,8,8
inv,15,15
clkdlybuf4s15,0,3
and2,7,7
dlxtn,56,56
nor3,8,8
clkbuf,0,2
nor4,8,8
nor2b,7,7
nor2,8,8
buf,0,33
a22o,18,18
-- where the power goes --
| group | internal (W) | switching [W] |
|---|---|---|
| Clock | 0 | 0 |
| Sequential | 0.000108 | 0.0000134 |
| Combinational | 0.000110 | 0.0000967 |
| Total | 0.000218 | 0.000110 |
-- cell families after synthesis --
| family | count (synthesis) | synth area share [%] |
|---|---|---|
| latches | 56 | 59.4 |
| other | 1 | 0.265 |
| AND-OR/OR-AND | 26 | 14.3 |
| AND/OR/NAND/NOR | 46 | 22.0 |
| buffers and inverters | 15 | 3.98 |
-- stage by stage --
stage          setup WS (ns)  power [W]  utilization, %  cells  area (sq um)
4_1_cts                -1.71   0.000307            25.6    342          2080
3_5_place_dp           -2.53   0.000329            26.3    342          2140
3_3_place_gp           -2.52   0.000322            26.3    342          2140
6_report               -1.68   0.000328            26.5    342          2160
5_1_grt                -1.83   0.000362            26.5    342          2160
2_1_floorplan          -1.34   0.000191               -    199          1630
-- cell type report --
type	count	area, sq um
repair buffers	38	280
flip-flops and latches	56	860
well taps	105	131
multi-input cells	128	830
fillers	851	5980
inverters	15	56.3
-- worst max-delay path, stage by stage --
cell,delay (ns)
clkdlybuf4s15_1,0.23
nor4_4,0.14
dlxtn_2,0.40
and2_4,0.13
dlxtn_2,0.35
and2_4,0.13
dlxtn_2,0.35
nor2b_4,0.19
a22o_2,0.15
dlxtn_2,0.32
buf_2,0.08
-- layer usage --
metal	share of wire, %	vias to the layer above	track usage, %
met5	0	-	0
met4	0	0	0
met3	3.8	0	0.438
met2	48	19	6.72
met1	49	402	4.74
li1	-	615	-
-- repair_timing --
action,in CTS,in global routing
cloned,0,0
pin swaps,21,17
endpoints found under the setup margin,6,6
gates resized,151,29
Power and IR drop assume default switching activity.
